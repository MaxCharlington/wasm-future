`./run.sh`:
```
#!/bin/bash
# OpenROAD 26Q1-2900-gdf79404cd8, Yosys 0.63+post, stock flow scripts
make -C /OpenROAD-flow-scripts/flow DESIGN_CONFIG=/design/flow/config.mk WORK_HOME=/design/flow/orfs finish
```
`./constraint.sdc`:
```
current_design stack

set clk_period 5.0
set clk_io_pct 0.2

create_clock -name clk0 -period $clk_period [get_ports {clk}]

set non_clock_inputs [all_inputs -no_clocks]
set_input_delay [expr $clk_period * $clk_io_pct] -clock clk0 $non_clock_inputs
set_output_delay [expr $clk_period * $clk_io_pct] -clock clk0 [all_outputs]
```
`./config.mk`:
```
export PLATFORM = sky130hd
export DESIGN_NAME = stack
export DESIGN_NICKNAME = stack
export VERILOG_FILES = /design/flow/design.v
export SDC_FILE = /design/flow/constraint.sdc
export NUM_CORES = 4
export LEC_CHECK = 1
export CORE_UTILIZATION = 50
```
`./design.v`:
```
`default_nettype none
module stack
#(
  parameter WIDTH = 8,   
  parameter DEPTH = 3    
)
(
  input clk,
  input reset,
  input  [      1:0] op,     
  input  [WIDTH-1:0] data,   
  output [WIDTH-1:0] tos,    
  output logic [1:0] status = 2,   
  output logic [1:0] error  = 0     
);
  localparam MAX_STACK = (1 << DEPTH+1) - 1;
  logic [WIDTH-1:0] stack [0:MAX_STACK-1];
  logic [  DEPTH:0] index = 0;
  assign tos = stack[index-1];
  always @* begin
    if(index == MAX_STACK)
      status <= 3;
    else if(index == 0)
      status <= 2;
    else
      status <= 0;
  end
  always @(posedge clk) begin
    error <= 0;
    if (reset)
      index <= 0;
    else
      case(op)
        1:
        begin
          if (index == MAX_STACK)
            error <= 2;
          else begin
            stack[index] <= data;
            index <= index + 1;
          end
        end
        2:
        begin
          if (index-data <= 0)
            error <= 1;
          else
            index <= index - (1+data);
        end
        3:
        begin
          if (index == 0)
            error <= 1;
          else
            stack[index-1] <= data;
        end
      endcase
  end
endmodule
```
==> impl_metrics.ini <==
; physical design summary
[timing]
finalCriticalPeriod_ns = 4.344
fin_skew_ns = 0.01172
slew_headroom_pct = 51.83
fmax_mhz = 230.2
fin_setup_tns_ns = 0
finalCritPeriodShare_pct = 86.88
rsz0062_at_grt = no
setup_violations = 0
hold_ws_ns = 0.6629
hold_violations = 0
worstMarginPinSlew_ns = 0.7219
drv_slew = 0

[clock_tree]
cts_tree = built
cts_resized = 0
insertion_delay_ns = 0.52
clk_pin_slew_ns = 0.07
cts_max_level = 4
cts.sinks = 126
clock_path_buffers = 2
ctsHoldBuffers = 0
clock_tree.root_cell = clkbuf_8
post_cts_buffers = 0
cts_buffers = 17

[setup_path]
setup.worst_path.end_class = primary output
required_ns = 4.00
r2r-start = index[0]
ff2ff_setup_slack_ns = 1.97
slowest_delay_ns = 0.60
cp_max_fo = 11
reg2reg_depth = 9
arrival_ns = 3.34
path_cells = inv_1, ha_1, xor2_2, buf_4, mux4_2, a211oi_1, a31oi_1, clkdlybuf4s50_1
rr_endpoint = stack[14][4]
cp-start-kind = flip-flop
critPathSlowestCell = xor2_2
crit_type = reg2out

[yosys]
mux_area_share_pct = 12.14
yosys.area_share.simple_pct = 6.917
top_logic_kind = multiplexers
synth_cells = 343
ys_seq_share_pct = 68.16
xor_share_pct = 1.260
postSynthAreaPerCell_um2 = 15.93
postSynth.asyncResetShare_pct = 0
yosys_warnings = 1
topCellsByArea = edfxtp_1 (66%), mux4_2 (9.9%), a211oi_1 (2.3%)
yosys.area.top_type_share_pct = 65.96
top_area_cell = edfxtp_1
ys_types = 43
ys.flops = 126
synth_area_um2 = 5463
synthFlopType = edfxtp_1
adder_share_pct = 2.565
edf_count = 120
ys_cells = 343
ys_area_um2 = 5463
aoi_share_pct = 6.184

[flow_run]
log.warning_count = 28
drv_cap = 0

[grt]
globalRouteTotalUtil_pct = 26.15
grt_start_max_net_pins = 25
antenna_found_initial = 0
grt_pass1_vias = 3319
grt_pass1_wl_um = 19200
grt.overflow.total = 0

[worst_hold_path]
hold_depth = 2
min_path_type = reg2reg
hp-start = index[1]
hold_end = index[1]

[detailed_routing]
drc = 0
diodes = 0
via_count = 3184
drtIter0Drc = 191
viasPerCell = 5.929
drt-total-wl_um = 12090
routedWlPerCell_um = 22.50
ant_nets = 0
firstDrtPassIters = 4

[finish]
fin_area_um2 = 6580
fillCellCount = 768
area_delta_synth_final_pct = 20.45
instances_no_fill = 537
lay_top_count = edfxtp_1
drive_gt1_share_pct = 21.70
lay_top_cells = edfxtp_1 (120), nor2_1 (28), mux4_2 (24), clkdlybuf4s50_1 (23)
utilization_pct = 62.89

[floorplanning]
die-width_um = 106.5
row_count = 37
dieArea_um2 = 11350
core_area_um2 = 10460
ioPinCount = 24
fp_util_pct = 52.21
die_y_um = 106.5

[place]
place_area_um2 = 5958
dpl.cell_count = 506
hpwl_um = 7838
place.port_buffers = 23
gp_congestion = 0.8393

[power_and_ir_drop]
p_leak_nw = 2.192
ir_drop_v = 0.0004061
power_per_cell_area_nw_per_um2 = 430.3

[run_status]
status = completed
-- cell usage after synthesis, drive strengths merged, types with 3 or more instances --
| master | count |
|---|---|
| nand2 | 22 |
| nand3 | 5 |
| ha | 8 |
| edfxtp | 120 |
| a21oi | 11 |
| buf | 13 |
| nand2b | 4 |
| nor2 | 28 |
| xnor2 | 5 |
| nor3 | 6 |
| dfxtp | 6 |
| o21ai | 4 |
| inv | 14 |
| clkbuf | 6 |
| nand3b | 3 |
| mux4 | 24 |
| nor4 | 3 |
| mux2i | 10 |
| a31oi | 11 |
| a211oi | 17 |
-- worst max-delay path by stage --
| stage | from | endpoint | slack (ns) | cells past startpoint |
|---|---|---|---|---|
| 4_1_cts | index[1] | tos[7] | 0.65 | 8 |
| 5_1_grt | index[1] | tos[7] | 0.41 | 8 |
| 6_report | index[1] | tos[7] | 0.66 | 8 |
-- worst max-delay path, delay by kind of cell, from the launching register on --
kind            cells  cell delay [ns]
buf+inv             3             0.79
xor+xnor            1             0.60
flops               1             0.53
compound gates      2             0.33
fa+ha+maj           1             0.29
mux                 1             0.29
-- final cells by class --
cell class / count / area, µm² / share of cell area [%]
Clock buffer: 17 / 414.1 / 6.294
Clock inverter: 14 / 207.7 / 3.156
Inverter: 14 / 52.55 / 0.7986
Multi-Input combinational cell: 184 / 1595 / 24.24
Sequential cell: 126 / 3725 / 56.61
Tap cell: 136 / 170.2 / 2.586
Timing Repair Buffer: 46 / 415.4 / 6.313
-- registers in the layout, summed over array words and instances, names as in the netlist --
signal and cells:
index 4, error 2, stack 120
-- power breakdown --
group / switching, W / leakage [nW] / internal (W)
registers: 0.00000904 / 1.13 / 0.00117
clock network: 0.000465 / 0.298 / 0.000819
logic: 0.000198 / 0.764 / 0.000173
-- cell families after synthesis --
kind of cell,count (synthesis)
xor+xnor,7
flops,126
fa+ha+maj,10
compound gates,50
mux,36
simple gates,81
buf+inv,33
-- stage by stage --
stage / worst slack (ns) / total power, W
final: 0.6560 / 0.002832
after global routing: 0.4106 / 0.002937
after CTS: 0.6458 / 0.002848
after detailed placement: 1.124 / 0.001569
after global placement: 1.155 / 0.001570
after floorplan: 1.721 / 0.001408
-- routing by layer --
layer	vias to the layer above	part of all wire [%]	track usage, %
met3	18	10	12.13
met1	1575	40	41.90
met4	0	2.6	5.479
met5	-	0	2.381
met2	150	47	37.34
li1	1441	-	-
Power figures rest on the tool's default switching activity, not on a simulated workload.
